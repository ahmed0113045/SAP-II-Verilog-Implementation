==> design/flow/run.sh <==
#!/bin/bash
# OpenROAD 26Q1-2900-gdf79404cd8, Yosys 0.63+post, stock flow scripts
make -C /OpenROAD-flow-scripts/flow DESIGN_CONFIG=/design/flow/config.mk WORK_HOME=/design/flow/orfs finish
==> design/flow/config.mk <==
export PLATFORM = sky130hd
export DESIGN_NAME = ring_counter
export DESIGN_NICKNAME = ring_counter
export VERILOG_FILES = /design/flow/design.v
export SDC_FILE = /design/flow/constraint.sdc
export NUM_CORES = 4
export LEC_CHECK = 1
export CORE_AREA = 10 10 89 89
export DIE_AREA = 0 0 99 99
==> design/flow/design.v <==
module ring_counter (
			output reg [17:0] state,
			input             CLK,
			input             nCLR );
    	parameter T01    = 18'b000000_000000_000001;
    	parameter T02    = 18'b000000_000000_000010;
    	parameter T03    = 18'b000000_000000_000100;
    	parameter T04    = 18'b000000_000000_001000;
	parameter T05    = 18'b000000_000000_010000;
	parameter T06    = 18'b000000_000000_100000;
	parameter T07    = 18'b000000_000001_000000;
	parameter T08    = 18'b000000_000010_000000;
	parameter T09    = 18'b000000_000100_000000;
	parameter T10    = 18'b000000_001000_000000;
	parameter T11    = 18'b000000_010000_000000;
	parameter T12    = 18'b000000_100000_000000;
	parameter T13    = 18'b000001_000000_000000;
	parameter T14    = 18'b000010_000000_000000;
	parameter T15    = 18'b000100_000000_000000;
	parameter T16    = 18'b001000_000000_000000;
	parameter T17    = 18'b010000_000000_000000;
	parameter T18    = 18'b100000_000000_000000;
    initial begin
        state <= T01;
    end
    always @(posedge CLK) begin
        if(!nCLR) state <= T01;
        else
            case(state)
                T01:      state <= T02;
                T02:      state <= T03;
                T03:      state <= T04;
                T04:      state <= T05;
                T05:      state <= T06;
		T06:      state <= T07;
                T07:      state <= T08;
                T08:      state <= T09;
                T09:      state <= T10;
                T10:      state <= T11;
		T11:      state <= T12;
                T12:      state <= T13;
                T13:      state <= T14;
                T14:      state <= T15;
                T15:      state <= T16;
		T16:      state <= T17;
                T17:      state <= T18;
                default: state <= T01;
            endcase
    end
endmodule
==> design/flow/constraint.sdc <==
current_design ring_counter

set clk_period 2.3
set clk_io_pct 0.2

create_clock -name clk0 -period $clk_period [get_ports {CLK}]

set non_clock_inputs [all_inputs -no_clocks]
set_input_delay [expr $clk_period * $clk_io_pct] -clock clk0 $non_clock_inputs
set_output_delay [expr $clk_period * $clk_io_pct] -clock clk0 [all_outputs]
==> results.txt <==
Notes on the physical implementation.

- After global routing the overflow that remains totals 0.
- Looking at hold timing, the worst path starts from state[9].
- The kind of critical path is flip-flop to output port, for reference.
- Per the synth stats, the proportion of register bits with asynchronous set or reset is 0%.
- The synthesized chip area reported by yosys is 868.3 um^2, for reference.
- After synthesis, the cell types taking the most area are dfxtp_1, nor3b_1, nor3b_2, nor4_1, nor2_1.
- TritonRoute output was used to compute an average wire per cell of 12.42 um.
- The final HPWL from detailed placement is 1.795 mm, for reference.
- The max-cap check violation count is 0, for reference.
- After clock tree synthesis, the flow added hold-fix buffers numbering 0.
- During placement, the flow inserted port buffers numbering 19.
- The height of the die is 99 um, for reference.
- Global routing used 4.597% of the available tracks across all layers.
- The area of all placed cells without fillers is 1207 um^2, for reference.
- The combinational power share is between 10% and 20%, for reference.
- The clock slew seen by the registers of the worst setup and hold paths is 0.07 ns, for reference.
- The critical path capture point type is an output port, for reference.
- The run finished with clean final reports.
- The most common cell after layout, fill and taps aside is clkdlybuf4s50_1, for reference.
- The tally of OpenROAD warnings is 25, for reference.
- The count of library flops with an enable pin is 0, for reference.
- The destination of the worst hold path is state[9], for reference.
- The count of state elements after synthesis is 18, for reference.
- In this run, the clock network consumes 36.4% of the power.
- For this run, the detailed router reports a per-instance via density of 4.206.
- The worst-case vdd ir drop is 234.5 uV, for reference.
- The startpoint of the most critical register-to-register path is state[1], for reference.
- Max-slew check failures listed in the final report amount to 0.
- The initial antenna violation count is 0, for reference.
- Of the post-synthesis cell area, the dominant cell type holds 41.50%.
- At the end of routability-driven placement, the weighted congestion stood at 0.8340.
- The timing report notes that buffer and inverter cells on the critical path total 1.
- Setup repair after global routing left no endpoint under its margin.
- The total routed wirelength is between 2 and 2.5 mm, for reference.
- The maximum single-stage delay on the critical path is 0.55 ns, for reference.
- The power report lists cell-internal power as 0.0005327 W.
- As reported, the later end of the worst-skew pair has a clock insertion delay of 0.25 ns.
- Including well taps, the total number of placed cells is 185.
- Per the OpenROAD floorplan log, the width of the die is 99 um.
- The setup fix buffers added after clock tree synthesis is 0, for reference.
- The largest registers in the layout are state: 18 flops.
- Post-CTS repair changed the size of 0 cells.
- The arrival time of data at the critical path endpoint is between 1 and 1.5 ns, for reference.
- Per the synthesis report, the number of distinct cell types is 30.
- Among cell families on the critical path, the largest total delay comes from buffers and inverters.
- The count of inserted antenna diode cells is 0, for reference.
- The register share of total power is 47.7%, for reference.
- The register with the most flip-flops in the layout has 18 of them.
- For this block, the initial DRC count from the detailed router was 50.
- The total DRC errors in the routed layout is 0, for reference.
- The share of total power consumed by net switching is 25.66%, for reference.
- In this run, CTS created clock tree buffers numbering 3.
- The type of the most critical hold path is flip-flop to flip-flop, for reference.
- The analysis attributes to net switching a power of ~0.00018 W.
- The startpoint of the worst setup timing path is state[12], for reference.
- Looking at the reg2reg group, the worst path ends at state[0].
- The post-layout period usage of the worst path is between 70 and 80%, for reference.
- The cell area after technology mapping is 868.3 um^2, for reference.
- The initial standard-cell utilization of the core is 14.49%, for reference.
- The number of nets with antenna violations after detailed routing is 0, for reference.
- The worst-path maximum fanout is 9, for reference.
- Entering global routing, the biggest net connects 11 pins.
- The worst pin sits at a relative slew slack of 61.20%.
- Summed over all failing endpoints, the final setup total negative slack is 0 ns.
- The area growth from synthesis to layout is 39.05%, for reference.
- The largest register by flop count is state, for reference.
- The cell type with the largest total area after synthesis is dfxtp_1, for reference.
- Of the cells placed in the final design, the portion with a size suffix greater than 1 is 10.53%.
- CTS built an H-tree with a depth of 1.
- Measured in cells, the most critical reg-to-reg path has a length of 4.
- The power report puts the leakage power at 0.4052 nW.
- The cell sequence reported for the critical path is clkdlybuf4s50_1.
- The warning tally printed by Yosys for this design is 1.
- The cell count after synthesis came out at 91.
- The transition time of the tightest slew-check pin is slightly below 0.6 ns, for reference.
- The worst setup skew after layout is 0.004257 ns, for reference.
- The via count of the first global-routing pass is about 740, for reference.
- For this run, the number of standard cells in the final layout without fillers is 189.
- The first global-routing pass estimated between 3 and 4 mm of wire.
- The worst path needs 1.787 ns of the cycle, external delays included.
- The final hold violation count recorded for this run is 0.
- The yosys stat cell total is 91, for reference.
- TritonCTS built the clock tree.
- The iteration count recorded for the first detailed-route pass is 4.
- In this run the mean area of a mapped cell was roughly 9.5 um^2.
- The count of vias placed by the detailed router is 795, for reference.
- The worst hold-check slack is 0.4967 ns, for reference.
- Looking at the clock tree report, the root buffer type is clkbuf_8.
- Leaving out fill and tap cells, the most frequent cells in the layout are clkdlybuf4s50_1, dfxtp_1, nor2_1, nor3b_1, nand2_1.
- The number of placement rows is 28, for reference.
- The placeable core area is 5991 um^2, for reference.
- The achievable frequency is 0.5598 GHz, for reference.
- The sequential fraction of the synthesis area is 41.50%, for reference.
- Power spread over the standard cell area amounts to 593.5 nW/um^2.
- CTS saw 18 sinks.
- The number of inserted filler cells in the final layout is 639, for reference.
- The I/O pin count is 20, for reference.
- Once placement finished, the instance area stood at between 1000 and 1500 um^2.
- The last timing report of the flow puts the setup violation total at 0.
- The final core area utilization is 20.15%, for reference.
- The timing report shows that the slowest cell on the worst path is clkdlybuf4s50_1.
- The worst-case register-to-register setup slack is between 0.6 and 0.7 ns, for reference.
- Looking at the cell usage after synthesis, the top flip-flop cell is dfxtp_1.
- The longest clock path from root to sink contains 2 buffers.
- The data required time reported for the critical path is 1.84 ns.
- The kind of launch point of the worst setup path is a flip-flop, for reference.
- The hold path depth is 1, for reference.
- The floorplan step defined a die boundary enclosing around 9800 um^2.
[power by group through the flow]
| stage | logic [W] | registers (W) | clock network [W] |
|---|---|---|---|
| CTS | 0.000114 | 0.000340 | 0.000268 |
| global route | 0.000126 | 0.000343 | 0.000282 |
| finish | 0.000114 | 0.000342 | 0.000261 |
[layer usage]
layer / GRT usage (%) / part of all wire (%)
met1: 6.011 / 44
met2: 7.315 / 47
met3: 1.832 / 8.4
met4: 0.2205 / 0
met5: 0 / 0
[synthesized netlist by cell type (all sizes together), types with 2 or more instances]
cell	n
and2	3
nor3b	11
o31ai	2
nor4	7
dfxtp	18
and4b	2
xor2	3
nand2	7
o211ai	2
or2	2
o21ai	3
nand2b	2
nand3	5
nor2	8
nor3	4
[how the worst max path moves through the flow]
stage / end / slack, ns / cells past startpoint
finish: state[12] / 0.51 / 1
global route: state[13] / 0.43 / 1
CTS: state[12] / 0.49 / 1
[metrics by stage]
step	power [W]	setup slack (ns)
after global routing	0.0007510	0.4320
after CTS	0.0007225	0.4882
after global placement	0.0004627	0.4224
after detailed placement	0.0004608	0.3868
final	0.0007166	0.5135
after floorplan	0.0004183	0.9035
[cells by family after synthesis]
logic type / after synthesis / share of synthesized area (%)
xor+xnor: 3 / 3.026
buf+inv: 1 / 0.4319
simple gates: 57 / 44.67
flops: 18 / 41.50
compound gates: 12 / 10.37
[area by class of cell]
cell class,instances,area (um^2),area share (%)
Timing Repair Buffer,19,190.2,15.75
Clock buffer,4,55.05,4.560
Multi-Input combinational cell,72,504.2,41.76
Inverter,1,3.754,0.3109
Tap cell,75,93.84,7.772
Sequential cell,18,360.3,29.84
Power is estimated from default activity; no workload was simulated.
